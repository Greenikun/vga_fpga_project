### ./run.sh
#!/bin/bash
# OpenROAD 26Q1-2900-gdf79404cd8, Yosys 0.63+post, stock flow scripts
make -C /OpenROAD-flow-scripts/flow DESIGN_CONFIG=/design/flow/config.mk WORK_HOME=/design/flow/orfs finish
### ./config.mk
export PLATFORM = sky130hd
export DESIGN_NAME = vga_sync
export DESIGN_NICKNAME = vga_sync
export VERILOG_FILES = /design/flow/design.v
export SDC_FILE = /design/flow/constraint.sdc
export NUM_CORES = 4
export LEC_CHECK = 1
export CORE_AREA = 10 10 108 108
export DIE_AREA = 0 0 118 118
### ./constraint.sdc
current_design vga_sync

set clk_period 3.7
set clk_io_pct 0.2

create_clock -name clk0 -period $clk_period [get_ports {clk}]

set non_clock_inputs [all_inputs -no_clocks]
set_input_delay [expr $clk_period * $clk_io_pct] -clock clk0 $non_clock_inputs
set_output_delay [expr $clk_period * $clk_io_pct] -clock clk0 [all_outputs]
### ./design.v
module vga_sync (
    input  wire clk,            
    input  wire reset,
    output reg  hsync,          
    output reg  vsync,          
    output reg  video_on,       
    output reg [9:0] h_count,   
    output reg [9:0] v_count    
);
    localparam H_VISIBLE   = 640;
    localparam H_FRONT     = 16;
    localparam H_SYNC      = 96;
    localparam H_BACK      = 48;
    localparam H_TOTAL     = H_VISIBLE + H_FRONT + H_SYNC + H_BACK;
    localparam V_VISIBLE   = 480;
    localparam V_FRONT     = 10;
    localparam V_SYNC      = 2;
    localparam V_BACK      = 33;
    localparam V_TOTAL     = V_VISIBLE + V_FRONT + V_SYNC + V_BACK;
    always @(posedge clk or posedge reset) begin
        if (reset)
            h_count <= 0;
        else if (h_count == H_TOTAL - 1)
            h_count <= 0;
        else
            h_count <= h_count + 1;
    end
    always @(posedge clk or posedge reset) begin
        if (reset)
            v_count <= 0;
        else if (h_count == H_TOTAL - 1) begin
            if (v_count == V_TOTAL - 1)
                v_count <= 0;
            else
                v_count <= v_count + 1;
        end
    end
    always @(*) begin
        if (h_count >= H_VISIBLE + H_FRONT &&
            h_count <  H_VISIBLE + H_FRONT + H_SYNC)
            hsync = 0;
        else
            hsync = 1;
    end
    always @(*) begin
        if (v_count >= V_VISIBLE + V_FRONT &&
            v_count <  V_VISIBLE + V_FRONT + V_SYNC)
            vsync = 0;
        else
            vsync = 1;
    end
    always @(*) begin
        video_on = (h_count < H_VISIBLE && v_count < V_VISIBLE);
    end
endmodule
==> results.ini <==
[global_route]
antenna_found_initial = 0
grt_pass1_wl_mm = 4.84
grt_pass1_vias = 914
grt_overflow = 0
track_usage_pct = 4.22
grt_max_degree = 21

[drt]
viasPerCell = 3.31
postRouteAntennaNets = 0
dr.pass1.iters = 4
finalWirelength_mm = 2.86
drc_errors = 0
wire_per_inst_um = 10.8
vias = 878
drtIter0Drc = 29
num_antenna_cells = 0

[floorplanning]
placementRows = 35
ioPinCount = 25
fp.coreArea_mm2 = 0.00928
initCoreUtil_pct = 11.3
die_h_um = 118
die_width_um = 118
dieArea_mm2 = 0.0139

[place]
numPortBuffers = 24
dp_cells = 261
hpwl_mm = 2.29
gp_congestion = 0.741
dp_worst_setup_slack_ns = 1.49

[synth]
ys_top_logic_family = simple AND/OR/NAND/NOR gates
ys_sh_aoi_pct = 7.27
simple_gate_area_share_pct = 25.4
ys_seq_share_pct = 47.7
synth_area_per_cell_um2 = 9.54
ys_sh_adder_pct = 5.96
ys.flops = 20
yosys_warnings = 1
netlist_instances = 110
mux_share_pct = 0
syn_area_mm2 = 0.00105
yosys.cell_types.count = 29
synth_xor_xnor_area_share_pct = 10.0
ys_area_mm2 = 0.00105
yosys_cells = 110

[timing]
fin_ws_ns = 1.25
setup_viol = 0
min_period_over_period_pct = 66.1
drv_slew = 0
setup_tns_ns = 0
fmax_ghz = 0.409
relSlewSlack_pct = 46.6
rsz0062_at_grt = false
period_minus_slack_ns = 2.45
timing.hold.ws_ns = 0.527
fin_skew_ns = 0.00224
hold_violations = 0
worstMarginPinSlew_ns = 0.794

[clock_network]
clockBufferDepth = 2
clk_latency_ns = 0.25
path_clk_slew_ns = 0.07
cts_buffers = 3
cts_root_buf = clkbuf_8
htreeDepth = 1
cts_resized = 0
cts_hold_buf = 0
cts_sinks = 20
postCtsSetupRepairBufs = 0
cts_tree = built

[final_layout]
final_common_cell = clkdlybuf4s50_1
fillCellCount = 1061
area_growth_pct = 42.7
mostFrequentLayoutCells = clkdlybuf4s50_1 (24), dfrtp_1 (20), nand3_1 (14)
drive_above_1_share_pct = 5.88
instances_no_fill = 265

[critical_path]
crit_path_top_delay_cell = clkdlybuf4s50_1
end_kind = output port
r2r-start = h_count[1]
path_delay_family = simple AND/OR/NAND/NOR gates
crit_chain = and3_1 > and2_1 > nor2_1 > clkdlybuf4s50_1
r2r_end = v_count[7]
critPathMaxFanout = 6
crit_type = reg2out
crit_path_start_kind = register
cpPeakStageDelay_ns = 0.49
worst_ep_arrival_time_ns = 1.71
worstPathRequired_ns = 2.96
path_buffers = 1
r2r_slack_ns = 1.49
reg2reg_depth = 5

[flow_run]
warning_count = 29
maxCapViolations = 0

[power_and_ir_drop]
switching_power_uw = 73.5
p_leak_uw = 0.000593
p_int_uw = 314
p_per_area_mw_per_mm2 = 259
p_seq_share_pct = 56.4
swShare_pct = 19.0
combPwrFrac_pct = 1.4
total_power_uw = 388
peakVddDrop_mv = 0.106
clockPowerShare_pct = 42.3

[worst_hold_path]
hp-class = reg2reg
worstHoldStart = v_count[7]
whs_path_depth = 1
hold_end = v_count[7]

[status]
run_status = completed

sequential cells by signal (all words and copies together), names as in the netlist:
| register | flops |
|---|---|
| h_count | 10 |
| v_count | 10 |
layer usage:
metal  track usage, %  share of wire, %  routed length (um)  vias up
met5                0                 0                   0        -
met4            0.541              0.63                  18        0
met3             1.70               6.4                 182        2
met2             6.54                45                1300       13
met1             5.54                48                1360      426
li1                 -                 -                   -      437
cell type report:
| cell class | instances | area [um2] | share of cell area, % |
|---|---|---|---|
| clock buffers | 4 | 55.1 | 3.68 |
| multi-input cells | 80 | 510 | 34.1 |
| flip-flops and latches | 20 | 500 | 33.4 |
| well taps | 129 | 161 | 10.8 |
| repair buffers | 24 | 240 | 16.0 |
| inverters | 8 | 30.0 | 2.01 |
cells in the mapped netlist, drive strengths merged:
cell / number / area share [%]
dfrtp: 20 / 48
clkbuf: 1 / 0.36
nor2: 9 / 3.2
o211ai: 1 / 0.72
a21oi: 3 / 1.4
inv: 8 / 2.9
o21ai: 5 / 2.4
or2: 1 / 0.60
nand2: 5 / 1.8
xor2: 5 / 4.2
o31ai: 1 / 0.72
or4: 1 / 0.72
nor4b: 1 / 0.83
a31oi: 1 / 0.60
ha: 5 / 6.0
xnor2: 7 / 5.8
and3: 3 / 1.9
or3: 4 / 2.9
and2: 2 / 1.3
buf: 1 / 0.48
a21o: 1 / 0.72
nand4: 3 / 1.8
o21a: 1 / 0.72
nor4: 3 / 1.8
nand3: 14 / 6.7
nor3: 4 / 1.9
worst register-to-register path, cell delays in order, from the launching register on:
cell and delay, ns:
dfrtp_1 0.44, ha_1 0.23, nand4_1 0.28, nor4_1 0.79, nand3_1 0.18, xnor2_1 0.17
power by group through the flow:
| stage | logic [uW] | clock network, uW | registers (uW) |
|---|---|---|---|
| CTS | 5.81 | 172 | 218 |
| global route | 6.35 | 180 | 218 |
| finish | 5.33 | 164 | 218 |
cells by family (layout without fill, tap and decap cells):
kind of cell | count (synthesis) | after routing
flops | 20 | 20
fa+ha+maj | 5 | 5
compound gates | 13 | 13
xor+xnor | 12 | 12
buf+inv | 10 | 36
simple gates | 50 | 50
worst max path at each step:
stage	end	start	slack, ns	cells after the start
final	video_on	v_count[5]	1.25	4
after global routing	vsync	v_count[0]	1.11	4
after CTS	vsync	v_count[0]	1.20	4
stage by stage:
step	cell area (um2)	util (%)
floorplan	1050	-
global placement	1440	15.5
detailed placement	1440	15.5
CTS	1500	16.1
global route	1500	16.1
finish	1500	16.1
No activity file was given, so power comes from the tool's default toggle rates.
